`run.sh`:
```
#!/bin/bash
# OpenROAD 26Q1-2900-gdf79404cd8, Yosys 0.63+post, stock flow scripts
make -C /OpenROAD-flow-scripts/flow DESIGN_CONFIG=/design/flow/config.mk WORK_HOME=/design/flow/orfs finish
```
`config.mk`:
```
export PLATFORM = sky130hd
export DESIGN_NAME = uart_rx
export DESIGN_NICKNAME = uart_rx
export VERILOG_FILES = /design/flow/design.v
export SDC_FILE = /design/flow/constraint.sdc
export NUM_CORES = 4
export LEC_CHECK = 1
export CORE_AREA = 10 10 70 70
export DIE_AREA = 0 0 80 80
```
`constraint.sdc`:
```
current_design uart_rx

set clk_period 1.0
set clk_io_pct 0.2

create_clock -name clk0 -period $clk_period [get_ports {clk}]

set non_clock_inputs [all_inputs -no_clocks]
set_input_delay [expr $clk_period * $clk_io_pct] -clock clk0 $non_clock_inputs
set_output_delay [expr $clk_period * $clk_io_pct] -clock clk0 [all_outputs]
```
`design.v`:
```
module uart_rx(
  input clk,
  input rst,
  input data_in,
  output reg [7:0] data_out,
  output reg rx_busy,
  output reg rx_err
);
  reg [7:0] data_reg;
  reg [1:0] state;
  always @(posedge clk) begin
    if (rst) begin 
      state <= 0;
      data_reg <= 0;
      rx_busy <= 0;
      rx_err <= 0;
    end else begin
      case (state)
        0: begin 
          if (data_in) begin
            state <= 1;
          end
        end
        1: begin 
          if (data_in) begin
            rx_err <= 1;
          end else begin 
            state <= 2;
          end
        end
        2: begin
          data_reg[7 - state] <= data_in;
          state <= state + 1;
        end 
        8: begin 
          if (state != 8) begin
            rx_err <= 1;
          end else begin
            data_out <= data_reg;
            rx_busy <= 1;
            state <= 0;
          end
        end
      endcase
    end
  end
endmodule
```
==> reports/metrics.cfg <==
[routing]
met1_length_um=328
wl_met2_um=256
drt-total-wl_um=602
drtAntennaViolNets=0
drt_iter0_drc=0
wl_met3_um=17
dr_total_vias=214
highest_layer=met3
wire_per_inst_um=6.841
post_drt_via_cell_ratio=2.432
route.antenna.diode_count=0
drc=0
drt_pass1_iterations=1

[synth]
syn_area_per_cell_um2=8.637
netlist.area_leader.share_pct=25.23
aoi_share_pct=17.76
netlist_area_um2=267.8
mux_share_pct=5.607
ys_seq_share_pct=22.43
ys_area_um2=267.8
yosys-stat-cells=31
synthCells=31
area_leaders=buf_4 25%, dfxtp_1 22%, ha_1 14%, o41ai_2 6.1%, inv_1 5.6%
logic_family=buffers and inverters
ys_sh_xor_pct=0
post_synth_fa_ha_maj_area_fraction_pct=14.02
simple_gate_share_pct=7.944
ys_ff=3
synth_cell_types=13
yosysWarningCount=1
largest_area_cell=buf_4

[timing]
layout_setup_ws_ns=-0.1884
drv_slew=0
setup_violations=3
final_hold_viol_count=0
final.min_clock_period_ns=1.188
period_used_pct=118.8
skew_ns=0.003700
fin_tns_setup_ns=-0.3062
rsz0062_at_grt=yes
max_freq_mhz=841.5

[cells_and_area]
drive_gt1_share_pct=52.38
final_common_cell=conb_1
area_delta_synth_final_pct=53.74
fin_area_um2=411.6
mostFrequentLayoutCells=9 x conb_1, 5 x buf_4, 3 x nor2_1, 3 x clkbuf_4, 3 x dfxtp_2
fillCellCount=406

[setup_path]
cp_cell_sequence=inv_2, ha_4, mux2_4, o21ai_2, o41ai_2
path_class=reg2reg
cp-end-kind=register
reg2regPathDepth=5
r2r_start=state[0]
worstPathArrival_ns=1.30
slowest_delay_ns=0.36
slowest_stage=dfxtp_2
cp_max_fo=4
critPathLaunch=state[0]
critPathLaunchType=register
required_ns=1.11

[global_route]
track_usage_pct=1.828
overflow=0
antenna_found_initial=0
grt_pass1_vias=241
grt_pass1_wl_um=972
grt_max_degree=5

[min_path]
hp-class=reg2reg
hp-start=rx_err
holdPathStages=3

[clock_tree]
cts_tree=yes
cts_root_buf=clkbuf_4
cts.sinks=3
cts_made_buffers=3
cts_hold_buffers=0
clock_latency_ns=0.23
clockBufferDepth=2
path_clk_slew_ns=0.04
h-tree-depth=1

[placed_design]
dp_hpwl_um=462.8
placed_area_um2=360.3
gp_congestion=0.6562
port_buffers=3
dp_slack_ns=-0.3802

[power]
pwr-share-comb_pct=54.9
swShare_pct=35.90
power_density_mw_per_mm2=2308
power_switching_w=0.0003410
peakVddDrop_mv=0.9804
clkPwrFrac_pct=21.8
power_w=0.0009499
intPower_w=0.0006089
power_leakage_nw=0.1812
power_frac_seq_pct=23.2

[run_status]
status=finished, violations left
violations=setup timing

[floorplan]
die_area_mm2=0.006400
die_w_um=80
row_count=21
die_height_um=80
fp_util_pct=7.839
core_area_mm2=0.003416
ios=13

[run]
drv_cap=0
tool_warnings=30

## final cells by class
cell class / instances / area [um2] / share of cell area [%]
repair buffers: 8 / 66.31 / 16.11
flip-flops and latches: 3 / 63.81 / 15.50
well taps: 46 / 57.56 / 13.98
clock buffers: 4 / 26.28 / 6.383
inverters: 4 / 15.01 / 3.647
multi-input cells: 23 / 182.7 / 44.38
## final timing paths
check	to	slack [ns]
hold / removal	rx_err	0.56
hold reg to reg	rx_err	0.56
setup / recovery	state[1]	-0.19
setup reg to reg	state[1]	-0.19
## cell families after synthesis
group | count (synthesis)
multiplexers | 1
other | 1
flip-flops | 3
buffers and inverters | 13
AND-OR/OR-AND | 5
AND/OR/NAND/NOR | 5
adder cells (fa/ha/maj) | 3
## worst max-delay path: cells and delay by family, from the launching register on
kind,cells,cell delay [ns]
compound gates,2,0.20
buf+inv,1,0.07
flops,1,0.36
mux,1,0.28
fa+ha+maj,1,0.16
## what timing repair did
item	in CTS	in global routing
setup endpoints to repair	4	4
hold endpoints to repair	0	0
pin swaps	0	0
resized	6	1
buffers inserted	0	1
## cell usage after synthesis
cell      number
a211oi_2       1
a21oi_1        1
a22o_1         1
buf_4          9
conb_1         1
dfxtp_1        3
ha_1           3
inv_1          4
mux2_4         1
nor2_1         4
nor2b_1        1
o21ai_1        1
o41ai_2        1
## metal layers
metal | global-route usage [%] | vias to the layer above
li1 | - | 105
met1 | 2.586 | 102
met2 | 2.327 | 7
met3 | 0.9091 | 0
met4 | 0.5282 | 0
met5 | 0 | -
## per-stage QoR
step	utilization (%)	hold WS [ns]	instances
2_1_floorplan	-	0.2573	39
3_3_place_gp	10.55	0.4535	83
3_5_place_dp	10.55	0.4812	83
4_1_cts	11.76	0.4781	87
5_1_grt	12.05	0.5978	88
6_report	12.05	0.5559	88
## state kept, by name, indices dropped and copies added, names as in the netlist
register  cells
state         2
rx_err        1
## power groups by stage
stage	Clock (W)	Combinational (W)	Sequential, W
6_report	0.000207	0.000522	0.000221
4_1_cts	0.000221	0.000486	0.000220
5_1_grt	0.000230	0.000575	0.000228
Power and IR drop assume default switching activity.
