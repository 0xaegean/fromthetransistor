$ cat flow/design.v
module uart_tx(
  input clk,
  input rst,
  input [7:0] data_in,
  output reg tx_en,
  output reg tx_data
);
  reg [1:0] state;
  always @(posedge clk) begin
    if (rst) begin
      state <= 0;
      tx_en <= 0;
      tx_data <= 0;
    end else begin
      case (state)
        0: begin 
          tx_en <= 1;
          tx_data <= 1;
          state <= 1;
        end
        1: begin
          tx_data <= data_in[7 - state];
          state <= state + 1;
        end
        8: begin 
          tx_en <= 0;
          state <= 0;
        end
      endcase
    end
  end
endmodule
$ cat flow/run.sh
#!/bin/bash
# OpenROAD 26Q1-2900-gdf79404cd8, Yosys 0.63+post, stock flow scripts
make -C /OpenROAD-flow-scripts/flow DESIGN_CONFIG=/design/flow/config.mk WORK_HOME=/design/flow/orfs finish
$ cat flow/config.mk
export PLATFORM = sky130hd
export DESIGN_NAME = uart_tx
export DESIGN_NICKNAME = uart_tx
export VERILOG_FILES = /design/flow/design.v
export SDC_FILE = /design/flow/constraint.sdc
export NUM_CORES = 4
export LEC_CHECK = 1
export CORE_AREA = 10 10 70 70
export DIE_AREA = 0 0 80 80
$ cat flow/constraint.sdc
current_design uart_tx

set clk_period 1.0
set clk_io_pct 0.2

create_clock -name clk0 -period $clk_period [get_ports {clk}]

set non_clock_inputs [all_inputs -no_clocks]
set_input_delay [expr $clk_period * $clk_io_pct] -clock clk0 $non_clock_inputs
set_output_delay [expr $clk_period * $clk_io_pct] -clock clk0 [all_outputs]
==> impl_metrics.py <==
# Metrics from the implementation run
metrics = {
    "final_timing": {
        "slew_headroom_pct": 86.28,
        "hold_viol_final": 0,
        "slew_violations": 0,
        "setup-violations-final": 0,
        "skew_ns": 0.004296,
        "tightest_slew_ns": 0.2059,
        "hold-worst-slack_ns": 0.4480,
        "layout_setup_ws_ns": 0.08136,
        "layout_min_cycle_time_ns": 0.9186,
        "rsz0062_at_grt": "no",
        "max_freq_mhz": 1089,
        "post-route-period-util_pct": 91.86,
    },
    "placement": {
        "gp_congestion": 0.5652,
        "pre_cts_ws_ns": -0.02416,
        "dp.cells": 65,
        "post-dp-hpwl_um": 263.4,
        "port_buffers": 4,
    },
    "clocking": {
        "clk_path_buf_depth": 2,
        "postCtsSetupRepairBufs": 0,
        "clock_latency_ns": 0.24,
        "numCtsBuffers": 3,
        "cts_max_level": 1,
        "holdBufCountCts": 0,
        "cts_tree": "done",
        "cts.sink_count": 4,
        "root_buffer": "clkbuf_4",
        "clkTransAtPathRegs_ns": 0.03,
    },
    "layout": {
        "area_growth_pct": 91.30,
        "post-route-util_pct": 8.059,
        "drive_gt1_share_pct": 50.00,
        "fillers": 415,
        "final_cell_mix": "3 x clkbuf_4, 3 x dfxtp_1",
        "fin_cells": 68,
    },
    "worst_setup_path": {
        "r2r-end": "state[1]$_SDFFE_PP0P_",
        "cp_num_buf_inv": 1,
        "critPathCaptureType": "output pin",
        "cp_data_arrival_time_ns": 0.72,
        "slowest_stage": "dfxtp_2",
        "critPathMaxStageDelay_ns": 0.32,
        "rr_startpoint": "state[0]$_SDFFE_PP0P_",
        "path_class": "flip-flop to output pin",
        "ff2ff_setup_slack_ns": 0.19,
        "worstPathCellList": "clkdlybuf4s15_1",
        "startpoint_type": "flip-flop",
        "crit_path_max_fanout": 2,
        "reg2regPathDepth": 2,
        "required_ns": 0.80,
        "critPathTopFamily": "flip-flops",
    },
    "synthesis": {
        "yosysSeqAreaShare_pct": 55.65,
        "yosys_warnings": 1,
        "synth_cells": 13,
        "yosysUniqueCellTypes": 8,
        "yosys-top-cells-area": "dfxtp_1 56%, a21oi_2 12%, nor2b_4 9.6%, a221oi_1 6.1%, or2_4 6.1%",
        "syn_area_um2": 143.9,
        "ys_area_um2": 143.9,
        "ys_cells": 13,
        "yosys.area.top_type": "dfxtp_1",
        "ys_seq_elements": 4,
        "synth.avg_cell_area_um2": 11.07,
        "synth.top_cell.area_share_pct": 55.65,
    },
    "power_and_ir_drop": {
        "pwr-share-seq_pct": 41.0,
        "power_mw": 0.4701,
        "p_sw_mw": 0.1074,
        "irDropWorstVdd_mv": 0.6679,
        "clkPwrFrac_pct": 43.5,
        "comb_power_share_pct": 15.4,
        "p_per_area_nw_per_um2": 1708,
        "p_leak_nw": 0.1008,
        "p_sw_share_pct": 22.84,
        "p_int_mw": 0.3627,
    },
    "outcome": {
        "status": "complete, no violations",
    },
    "routing": {
        "drc": 0,
        "wl_per_cell_um": 5.250,
        "num_antenna_cells": 0,
        "via_per_inst": 1.706,
        "wirelength_um": 357,
        "firstDrtPassIters": 2,
        "drt_iter0_markers": 1,
        "vias": 116,
        "ant_nets": 0,
    },
    "die": {
        "die_w_um": 80,
        "die_h_um": 80,
        "fp_util_pct": 4.212,
        "ios": 12,
        "core_region_area_um2": 3416,
        "dieArea_um2": 6400,
        "rows": 21,
    },
    "global_routing": {
        "grt_antenna_before_repair": 0,
        "overflow": 0,
        "grt_pass1_vias": 149,
        "track_usage_pct": 1.436,
        "grt_pass1_wl_um": 641,
        "grt_max_degree": 5,
    },
    "worst_hold_path": {
        "hp-start": "tx_en$_SDFFE_PP0N_",
        "hp-class": "flip-flop to flip-flop",
        "min_to": "tx_en$_SDFFE_PP0N_",
        "holdPathStages": 2,
    },
    "job": {
        "tool_warnings": 32,
        "max_cap_viol_count": 0,
    },
}
stage by stage:
stage | TNS (ns) | cell area, um^2
4_1_cts | 0 | 279.0
3_3_place_gp | -0.009567 | 256.5
3_5_place_dp | -0.03517 | 256.5
2_1_floorplan | 0 | 143.9
6_report | 0 | 275.3
5_1_grt | 0 | 275.3
state kept, by name, summed over array words and instances, names as in the netlist:
| register | count |
|---|---|
| state | 2 |
| tx_data | 1 |
| tx_en | 1 |
cell type report:
class | instances | area [um^2] | area share [%]
flip-flops and latches | 4 | 81.33 | 29.55
well taps | 46 | 57.56 | 20.91
multi-input cells | 7 | 56.30 | 20.45
repair buffers | 6 | 50.05 | 18.18
clock buffers | 3 | 22.52 | 8.182
inverters | 2 | 7.507 | 2.727
worst max path at each step:
stage | cells after the start | endpoint | startpoint | slack (ns)
global route | 1 | tx_en | tx_en$_SDFFE_PP0N_ | 0.04
finish | 1 | tx_en | tx_en$_SDFFE_PP0N_ | 0.08
CTS | 1 | tx_en | tx_en$_SDFFE_PP0N_ | 0.01
cells in the mapped netlist (all sizes together):
cell type and number:
dfxtp 4, inv 2, a221oi 1, nor2 1
or2 1, nand2 1, a21oi 2, nor2b 1
power groups by stage:
stage     sequential [mW]  clock [mW]  combinational, mW
4_1_cts             0.193       0.217             0.0750
5_1_grt             0.195       0.244             0.0820
6_report            0.193       0.205             0.0725
cells by family after synthesis:
family / share of synthesized area [%]
simple gates: 20.86
flops: 55.65
compound gates: 18.26
buf+inv: 5.219
routing by layer:
| layer | GRT usage [%] | vias up | part of all wire [%] |
|---|---|---|---|
| li1 | - | 60 | - |
| met1 | 1.729 | 46 | 56 |
| met2 | 1.284 | 8 | 23 |
| met3 | 1.932 | 2 | 18 |
| met4 | 0.5282 | 0 | 2.2 |
| met5 | 0 | - | 0 |
repair_timing:
item / 4_1_cts / 5_1_grt
endpoints found under the setup margin: 2 / 2
gates cloned: 0 / 0
resized: 4 / 2
Power is estimated from default activity; no workload was simulated.
